==> design.v <==
package loopyV_data_types;
  typedef struct packed {
    logic [31:0] pc;
    logic [31:0] pcPlus4;
    logic [31:0] instruction;
  } IFDEPipelineType;
  typedef struct packed {
    logic [3:0] aluControl;
    logic loadSignal;
    logic storeSignal;
    logic [2:0] loadStoreByteSelect;
    logic [31:0] storeData;
    logic [31:0] operandA;
    logic [31:0] operandB;
    logic [4:0] rdAddr;
    logic rdWriteEn;
    logic [1:0] destinationSelect;
    logic [31:0] immediate;
    logic [31:0] pc;
  } IDEXPipelineType;
  typedef struct packed {
    logic loadSignal;
    logic storeSignal;
    logic [2:0] loadStoreByteSelect;
    logic [31:0] storeData;
    logic [4:0] rdAddr;
    logic rdWriteEn;
    logic [1:0] destinationSelect;
    logic [31:0] pc;
    logic [31:0] rdWriteData;
  } EXMEMPipelineType;
  typedef struct packed {
    logic [2:0] loadStoreByteSelect;
    logic [31:0] dmAddr;
    logic [4:0] rdAddr;
    logic rdWriteEn;
    logic [1:0] destinationSelect;
    logic [31:0] pc;
    logic [31:0] rdWriteData;
  } MEMWBPipelineType;
endpackage
module registerfile (
    input clk,
    input arstn,
    input writeEn,
    input [4:0] writeAddr,
    input [31:0] writeData,
    input [4:0] readAddr1,
    input [4:0] readAddr2,
    output [31:0] readData1,
    output [31:0] readData2
);
  logic [31:0] registers[32]  ;
  initial registers[0] = 32'b0;
  always_ff @(posedge clk or negedge arstn) begin
    if (!arstn) begin
      for (integer i = 0; i < 32; i = i + 1) begin
        registers[i] <= 0;
      end
    end else if (writeEn) begin
      if (writeAddr != 5'b0) begin
        registers[writeAddr] <= writeData;
      end
    end
  end
  assign readData1 = registers[readAddr1];
  assign readData2 = registers[readAddr2];
endmodule
==> run.sh <==
#!/bin/bash
# OpenROAD 26Q1-2900-gdf79404cd8, Yosys 0.63+post, stock flow scripts
make -C /OpenROAD-flow-scripts/flow DESIGN_CONFIG=/design/flow/config.mk WORK_HOME=/design/flow/orfs finish
==> config.mk <==
export PLATFORM = sky130hd
export DESIGN_NAME = registerfile
export DESIGN_NICKNAME = registerfile
export VERILOG_FILES = /design/flow/design.v
export SDC_FILE = /design/flow/constraint.sdc
export NUM_CORES = 4
export LEC_CHECK = 1
export CORE_UTILIZATION = 40
==> constraint.sdc <==
current_design registerfile

set clk_period 8.7
set clk_io_pct 0.2

create_clock -name clk0 -period $clk_period [get_ports {clk}]

set non_clock_inputs [all_inputs -no_clocks]
set_input_delay [expr $clk_period * $clk_io_pct] -clock clk0 $non_clock_inputs
set_output_delay [expr $clk_period * $clk_io_pct] -clock clk0 [all_outputs]
==> flow_results.org <==
#+TITLE: Implementation results

** Status
- The flow ran to the end, and the final reports show no timing, DRC or antenna violations.

** Cells and area
- Final Core Density :: 0.467
- Between the synthesized netlist and the finished layout, the area growth was recorded as 15.5%.
- Of the cells placed in the final design, the portion with a size suffix greater than 1 is 0.356.
- The register with the most flip-flops in the layout has between 1000 and 1500 of them.
- The largest registers in the layout are registers (1024).
- Counting flops per register, the top entry is registers.
- Filler Cells Inserted :: 11384

** Final timing
- Final hold vios :: 0
- The most critical hold endpoint after final layout shows a slack of around 0.4 ns.
- Final cycle utilization of the critical path :: 0.904
- Setup repair after global routing missed its margin :: false
- For this run, the top clock speed supported by timing is 127 MHz.
- Actual slew at the worst max-slew pin :: 1.25 ns
- Total negative setup slack :: 0 ns
- In the final run the clock tree shows a worst skew of 0 ns.
- Setup violations, final :: 0
- Final number of max-transition violations :: 0
- Normalized max-slew margin :: 0.166
- Post-layout minimum cycle time :: 7.87 ns

** Drt
- Starting DRT DRC Count :: 5894
- Per the detail_route report, vias per standard cell equal 7.40.
- DRC errors left :: 0
- After detailed routing, the total wire length is 282 mm.
- Number of vias in the routed layout :: between 40000 and 50000
- Average wire length per cell after detail routing :: 45.4 um
- Length of the first detailed-routing pass in iterations :: 8
- The detail route stage leaves a number of antenna-violating nets equal to 0.

** Setup path
- STA classifies the critical path endpoint as an output pin.
- Slowest cell delay on critical path :: around 0.71 ns
- Worst Path Class, Setup :: input port to output pin
- Counting stages on the worst path, the most repeated cell is buf_4.
- Critical Path Source Type :: input port
- The setup check on the worst reg-to-reg path leaves a slack of 7.77 ns.
- Critical path's slowest cell :: nand3b_1
- Crit path DAT :: about 6 ns
- Max fanout on the critical path was recorded as 32.
- Worst-path cell chain :: buf_4 > buf_4 > nand3b_1 > nor2_4 > buf_4 > a22oi_1 > o21ai_0 > a2111oi_0 > a21oi_1 > clkdlybuf4s50_1
- The OpenROAD report gives the critical path a required time of between 6 and 7 ns.

** Die
- In this run the horizontal extent of the chip is 361 um.
- 114 I/O pins were placed.
- The total area inside the core boundary comes to 128000 um2.
- The floorplan has 131 rows.
- The overall die size recorded for this design is 130000 um2.
- The floorplan step records an initial core utilization of 0.404.
- According to the floorplan report, the die height is 361 um.

** Synth
- For this run, the chip area from Yosys synthesis comes to 51600 um2.
- In this run the mean area of a mapped cell was ~12 um2.
- Sequential fraction of the synthesis area :: 0.497
- Per the Yosys statistics, synthesis produced 4369 cells.
- Number of distinct library cells after synthesis :: 71
- Instance tally after logic synthesis :: 4369
- Flops out of synthesis :: 1024
- In the synthesized netlist the dominant register cell turns out to be dfrtp_1.
- The synthesized design contains 0 enable-type register cells.
- Post-Synthesis Cell Area :: 51600 um2
- For this run, asynchronously set or reset flops after synthesis account for 1.00.
- Yosys synthesis warning count :: 2

** CTS
- TritonCTS built the clock tree.
- The number of clock sinks came to slightly above 1000.
- Looking at the clock tree report, the maximum root-to-sink buffer count equals 3.
- Depth of the CTS H-tree :: 3
- In this run, post-CTS repair resized a total of 0 instances.
- Buffers added to address setup during post-CTS repair amount to 0.
- Number of hold-repair buffers added at the cts stage :: 0
- In this run, CTS created clock tree buffers numbering 113.
- Clock insertion delay at the later pin of the skew report :: 0.75 ns
- Library cell used as clock root buffer :: clkbuf_16
- Clock transition at path regs :: 0.06 ns

** Place
- Summed over all nets, the half-perimeter wirelength after detailed placement is between 150 and 200 mm.
- The placement summary gives the final routability congestion estimate as 1.11.
- Buffers placed on the I/O ports in this run total 113.

** Global route
- Total global routing track utilization :: 0.448
- The via count of the first global-routing pass was 45128.
- Entering global routing, the biggest net connects 128 pins.
- Sum of overflow across all layers after global routing :: 0
- Global-route wire length before repair :: 382 mm
- Initial antenna violation count :: 23

** Hold path
- Checking hold timing, the worst path is listed with class register to register.

** Pwr
- VDD IR-drop max :: 0.000170 V
- Leakage dissipation :: approximately 26 nW
- Pwr Total :: between 10 and 15 mW
- Per the summary, power density relative to cell area is 232 nW/um2.

** Flow run
- Maxcap violations :: 0
- Tool Warnings :: around 56
-- logic make-up (layout without fill, tap and decap cells) --
family / count (synthesis) / count (layout) / synth area share
DFF: 1024 / 1024 / 0.497
buffers and inverters: 448 / 603 / 0.0379
and+or+nand+nor: 726 / 726 / 0.0699
other: 0 / 20 / 0
muxes: 1088 / 1088 / 0.237
AOI/OAI and AO/OA: 1083 / 1083 / 0.158
-- cell usage in the layout, fill, tap and decap left out, types with 11 or more instances in the layout --
| master | instances |
|---|---|
| mux2_2 | 1024 |
| dfrtp_1 | 1024 |
| a22oi_1 | 711 |
| buf_4 | 264 |
| nand2_1 | 192 |
| nor2_1 | 117 |
| clkbuf_16 | 114 |
| clkdlybuf4s50_1 | 102 |
| nand4_1 | 88 |
| a21oi_1 | 74 |
| nor2_4 | 66 |
| nor3_1 | 65 |
| a22o_1 | 64 |
| mux2i_1 | 53 |
| nand3_1 | 46 |
| a221oi_1 | 33 |
| nor4_1 | 27 |
| o21ai_0 | 27 |
| clkbuf_8 | 25 |
| a32oi_1 | 23 |
| a31oi_1 | 21 |
| diode_2 | 20 |
| clkinv_2 | 20 |
| a222oi_1 | 17 |
| clkbuf_1 | 17 |
| a2111oi_0 | 16 |
| nand2_2 | 15 |
| buf_12 | 15 |
| nand2b_1 | 14 |
| nor2b_1 | 13 |
| and2_1 | 13 |
| and4_1 | 12 |
| bufinv_16 | 12 |
| o22ai_1 | 11 |
| o211ai_1 | 11 |
-- cell type report --
| type | count | area, um2 | area share |
|---|---|---|---|
| antenna | 20 | 50.0 | 0.000840 |
| clock buffer | 156 | 3260 | 0.0547 |
| clock inverter | 53 | 662 | 0.0111 |
| inverter | 3 | 11.3 | 0.000189 |
| multi-input combinational | 2897 | 24500 | 0.412 |
| sequential | 1024 | 25600 | 0.430 |
| tap | 1662 | 2080 | 0.0349 |
| timing repair buffer | 391 | 3360 | 0.0564 |
-- layer usage --
metal | GRT usage | up-vias | share of wire
met2 | 0.571 | 4420 | 0.39
met4 | 0.273 | 53 | 0.088
met5 | 0.0651 | - | 0.0051
met1 | 0.543 | 22903 | 0.34
li1 | - | 16921 | -
met3 | 0.314 | 1612 | 0.18
-- per-stage QoR --
step                      setup slack [ns]  std cells  instance area, um2
after floorplan                       3.70       4369               51600
after global placement                1.07       5977               55600
after detailed placement              1.13       5977               55600
after CTS                             1.11       6186               59500
after global routing                 0.995       6190               59600
final                                0.832       6206               59600
-- cell usage after synthesis, types with 15 or more instances --
cell,n,share of area
buf_1,57,0.0041
buf_2,162,0.016
nor4_1,29,0.0035
a2111oi_0,16,0.0027
o21ai_0,27,0.0026
nand2_1,206,0.015
a21oi_1,74,0.0072
nand3_1,48,0.0047
nor2_2,21,0.0025
nand2b_1,16,0.0019
nor2_1,159,0.012
nor2b_1,15,0.0018
a32oi_1,23,0.0039
nand4_1,88,0.011
mux2_2,1024,0.22
a222oi_1,17,0.0033
a221oi_1,33,0.0056
dfrtp_1,1024,0.50
a31oi_1,21,0.0025
a22oi_1,711,0.10
nor3_1,66,0.0064
clkbuf_1,214,0.016
mux2i_1,53,0.010
a22o_1,64,0.011
-- report_power, final --
part	internal, mW	total (mW)	switching, mW
Clock	2.98	5.11	2.13
Combinational	1.06	2.07	1.01
Sequential	5.66	6.64	0.980
-- worst paths after layout --
path / startpoint / end / depth (start not counted)
max: readAddr2[1] / readData2[5] / 10
min: registers[0][18]$_DFFE_PN0P_ / registers[0][18]$_DFFE_PN0P_ / 0
min reg2reg: registers[0][18]$_DFFE_PN0P_ / registers[0][18]$_DFFE_PN0P_ / 0
max reg2reg: registers[13][5]$_DFFE_PN0P_ / registers[13][5]$_DFFE_PN0P_ / 1
max in group asynchronous: arstn / registers[18][6]$_DFFE_PN0P_ / 3
min in group asynchronous: arstn / registers[31][28]$_DFFE_PN0P_ / 1
-- critical path, delay by kind of cell --
kind / cells / cell delay [ns]
buffers and inverters: 4 / 1.80
AOI/OAI and AO/OA: 4 / 1.46
and+or+nand+nor: 2 / 1.03
No activity file was given, so power comes from the tool's default toggle rates.
