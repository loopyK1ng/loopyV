==> flow/design.v <==
package loopyV_data_types;
  typedef struct packed {
    logic [31:0] pc;
    logic [31:0] pcPlus4;
    logic [31:0] instruction;
  } IFDEPipelineType;
  typedef struct packed {
    logic [3:0] aluControl;
    logic loadSignal;
    logic storeSignal;
    logic [2:0] loadStoreByteSelect;
    logic [31:0] storeData;
    logic [31:0] operandA;
    logic [31:0] operandB;
    logic [4:0] rdAddr;
    logic rdWriteEn;
    logic [1:0] destinationSelect;
    logic [31:0] immediate;
    logic [31:0] pc;
  } IDEXPipelineType;
  typedef struct packed {
    logic loadSignal;
    logic storeSignal;
    logic [2:0] loadStoreByteSelect;
    logic [31:0] storeData;
    logic [4:0] rdAddr;
    logic rdWriteEn;
    logic [1:0] destinationSelect;
    logic [31:0] pc;
    logic [31:0] rdWriteData;
  } EXMEMPipelineType;
  typedef struct packed {
    logic [2:0] loadStoreByteSelect;
    logic [31:0] dmAddr;
    logic [4:0] rdAddr;
    logic rdWriteEn;
    logic [1:0] destinationSelect;
    logic [31:0] pc;
    logic [31:0] rdWriteData;
  } MEMWBPipelineType;
endpackage
localparam PS_IF = 0;
localparam PS_DE = 1;
localparam PS_EX = 2;
localparam PS_MEM = 3;
localparam PS_WB = 4;
localparam OPCODE_OP = 7'b0110011;
localparam OPCODE_OP_IMM = 7'b0010011;
localparam OPCODE_LUI = 7'b0110111;
localparam OPCODE_AUIPC = 7'b0010111;
localparam OPCODE_JAL = 7'b1101111;
localparam OPCODE_JALR = 7'b1100111;
localparam OPCODE_BRANCH = 7'b1100011;
localparam OPCODE_LOAD = 7'b0000011;
localparam OPCODE_STORE = 7'b0100011;
localparam OPCODE_MISC_MEM = 7'b0001111;
localparam OPCODE_SYSTEM = 7'b1110011;
localparam FUNCT3_ADDI = 3'b000;
localparam FUNCT3_SLTI = 3'b010;
localparam FUNCT3_SLTIU = 3'b011;
localparam FUNCT3_ANDI = 3'b111;
localparam FUNCT3_ORI = 3'b110;
localparam FUNCT3_XORI = 3'b100;
localparam FUNCT3_SLLI = 3'b001;
localparam FUNCT3_SRLI_SRAI = 3'b101;
localparam FUNCT3_ADD = 3'b000;
localparam FUNCT3_SLT = 3'b010;
localparam FUNCT3_SLTU = 3'b011;
localparam FUNCT3_AND = 3'b111;
localparam FUNCT3_OR = 3'b110;
localparam FUNCT3_XOR = 3'b100;
localparam FUNCT3_SLL = 3'b001;
localparam FUNCT3_SRL = 3'b101;
localparam FUNCT3_SUB = 3'b000;
localparam FUNCT3_SRA = 3'b101;
localparam FUNCT3_BEQ = 3'b000;
localparam FUNCT3_BNE = 3'b001;
localparam FUNCT3_BLT = 3'b100;
localparam FUNCT3_BLTU = 3'b110;
localparam FUNCT3_BGE = 3'b101;
localparam FUNCT3_BGEU = 3'b111;
localparam FUNCT3_BYTE = 3'b000;
localparam FUNCT3_HALFWORD = 3'b001;
localparam FUNCT3_WORD = 3'b010;
localparam FUNCT3_BYTE_U = 3'b100;
localparam FUNCT3_HALFWORD_U = 3'b101;
localparam FUNCT3_FENCE = 3'b000;
localparam FUNCT3_PRIV = 3'b000;
localparam FUNCT7_ZEROS = 7'b0000000;
localparam FUNCT7_ONE = 7'b0100000;
localparam FUNCT12_ECALL = 12'b000000000000;
localparam FUNCT12_EBREAK = 12'b000000000001;
localparam ALU_ADD = 4'b0000;
localparam ALU_SUB = 4'b0001;
localparam ALU_SLT = 4'b0010;
localparam ALU_SLTU = 4'b0011;
localparam ALU_AND = 4'b0100;
localparam ALU_OR = 4'b0101;
localparam ALU_XOR = 4'b0110;
localparam ALU_SLL = 4'b0111;
localparam ALU_SRL = 4'b1000;
localparam ALU_SRA = 4'b1001;
localparam OF_ALU_A_RS1 = 1'b0;
localparam OF_ALU_A_PC = 1'b1;
localparam OF_ALU_B_RS2 = 1'b0;
localparam OF_ALU_B_IMM = 1'b1;
localparam WB_SEL_ALU = 2'b00;
localparam WB_SEL_IMM = 2'b01;
localparam WB_SEL_LOAD = 2'b10;
module alu (
    input  logic [31:0] operandA,
    input  logic [31:0] operandB,
    input  logic [ 3:0] aluCntrl,
    output logic [31:0] result
);
  always_comb begin
    case (aluCntrl)
      ALU_ADD:  result = signed'(operandA) + signed'(operandB);
      ALU_SUB:  result = signed'(operandA) - signed'(operandB);
      ALU_SLT:  result = {31'b0, signed'(operandA) < signed'(operandB)};
      ALU_SLTU: result = {31'b0, unsigned'(operandA) < unsigned'(operandB)};
      ALU_AND:  result = operandA & operandB;
      ALU_OR:   result = operandA | operandB;
      ALU_XOR:  result = operandA ^ operandB;
      ALU_SLL:  result = operandA << operandB[4:0];
      ALU_SRL:  result = operandA >> operandB[4:0];
      ALU_SRA:  result = signed'(operandA) >>> operandB[4:0];
      default:  result = 32'b0;
    endcase
  end
endmodule
==> flow/run.sh <==
#!/bin/bash
# OpenROAD 26Q1-2900-gdf79404cd8, Yosys 0.63+post, stock flow scripts
make -C /OpenROAD-flow-scripts/flow DESIGN_CONFIG=/design/flow/config.mk WORK_HOME=/design/flow/orfs finish
==> flow/config.mk <==
export PLATFORM = sky130hd
export DESIGN_NAME = alu
export DESIGN_NICKNAME = alu
export VERILOG_FILES = /design/flow/design.v
export SDC_FILE = /design/flow/constraint.sdc
export NUM_CORES = 4
export LEC_CHECK = 1
export CORE_UTILIZATION = 30
==> flow/constraint.sdc <==
current_design alu

set clk_period 11.2
set clk_io_pct 0.2

create_clock -name clk0 -period $clk_period

set non_clock_inputs [all_inputs -no_clocks]
set_input_delay [expr $clk_period * $clk_io_pct] -clock clk0 $non_clock_inputs
set_output_delay [expr $clk_period * $clk_io_pct] -clock clk0 [all_outputs]
==> qor.yml <==
floorplanning:
  die-area_um2: 27980
  initCoreUtil_pct: 30.49
  boundaryPins: 100
  die_w_um: 167.3
  die_h_um: 167.3
  core_um2: 26880
  rows: 60
critical_path:
  path_buffers: 4
  crit_chain: "buf_2 -> buf_4 -> inv_2 -> ha_1 -> or2_2 -> o221ai_1 -> o21ai_0 -> a211oi_1 -> and2_1 -> o211a_1 -> o21ai_0 -> a2111oi_0 -> a211o_1 -> clkdlybuf4s50_1"
  critical_path_class: "in -> out"
  cpLargestDelayFamily: "AND-OR/OR-AND gates"
  cp.arrival_ns: 6.80
  critical_path.startpoint_type: "input port"
  critical-path-slowest-cell: "a211oi_1"
  end_kind: "output port"
  crit_fanout: 77
  crit_path_frequent_cell: "o21ai_0"
  worst_path_largest_cell_delay_ns: 0.61
  worstPathRequired_ns: 8.96
synthesis:
  top_area_share_pct: 14.81
  syn_inst: 1205
  yosys_warnings: 1
  synthTopCellsByArea: "ha_1 15%, mux4_2 12%, a21oi_1 7.3%"
  post-synth-top-area-cell: "ha_1"
  synth_chip_area_um2: 8194
  ys_seq_share_pct: 0
  synthesis.area_um2: 8194
  synth.distinct_cells: 78
  synth-cells-yosys: 1205
  avgSynthCellArea_um2: 6.800
final_timing:
  fin_crit_ns: 9.040
  relSlewSlack_pct: 37.77
  fmax_mhz: 110.6
  setup-tns-final_ns: 0
  post-route-period-util_pct: 80.71
  hold_viol_final: 0
  grt_setup_unrepaired: "no"
  holdWs_ns: 5.738
  worst_pin_slew_ns: 0.9237
  setup_viol: 0
  slew_viol_final: 0
global_routing:
  grt_pass1_wl_um: 57790
  grt_pass1_vias: 9179
  antenna_found_initial: 0
  gr-usage-met1_pct: 40.57
  gr-max-usage-layer: "met2"
  groute.layer.met3.usage_pct: 5.224
  grt_max_degree: 78
  overflow: 0
  grt_use_total_pct: 27.70
  gr-usage-met2_pct: 42.37
run:
  warnings: 97
  cap_violations: 0
layout:
  seq_area_um2: 0
  utilization_pct: 34.83
  design_area_um2: 9361
  fillerInstances: 2929
  area_growth_pct: 14.25
  seq_cells: 0
  clkbuf_count: 0
  drive_gt1_share_pct: 8.055
place:
  dpl_cell_area_um2: 9361
  io_buffers: 100
  place_congestion: 1.051
  hpwl_um: 30070
detailed_routing:
  drc_errors: 0
  n_antenna_cell: 0
  wl_per_cell_um: 24.71
  antenna_left: 0
  wl_um: 38790
  viasPerCell: 6.275
  drt_first_iter_violations: 1120
  drt_first_pass_iters: 6
  num_vias: 9851
power_and_ir_drop:
  switching_share_pct: 59.98
  p_switching_mw: 0.2893
  leakagePower_nw: 3.755
  pwr-share-seq_pct: 0
  report.power.total_mw: 0.4823
  p_clk_share_pct: 0
  power_density_nw_per_um2: 51.52
  p_comb_share_pct: 100.0
  internal_power_mw: 0.1930
  peakVddDrop_mv: 0.01813
cts:
  hold_buffers: 0
  cts_setup_buffers: 0
  post_cts_resized: 0
status:
  status: "complete, no violations"
min_path:
  hp-class: "in -> out"
-- metrics by stage --
stage / instances / worst slack, ns
after floorplan: 1205 / 3.483
after global placement: 1570 / 2.289
after detailed placement: 1570 / 2.271
after CTS: 1570 / 2.241
after global routing: 1570 / 1.833
final: 1570 / 2.160
-- tightest hold or removal path: stages --
cell and delay [ns]:
buf_2 0.10, buf_4 0.31, nand2_1 0.13, o22ai_1 0.08, xnor2_1 0.13, o211ai_1 0.08, clkdlybuf4s50_1 0.41
-- power groups by stage --
| stage | Sequential, mW | Clock [mW] | Combinational [mW] |
|---|---|---|---|
| finish | 0 | 0 | 0.482 |
| CTS | 0 | 0 | 0.473 |
| global route | 0 | 0 | 0.518 |
-- synthesized netlist by cell type (14+ instances only) --
| master | number |
|---|---|
| a21oi_1 | 120 |
| nand3_1 | 32 |
| inv_1 | 94 |
| xnor2_1 | 22 |
| a221oi_1 | 19 |
| nand2_1 | 81 |
| clkbuf_1 | 61 |
| or3_1 | 15 |
| a211oi_1 | 19 |
| mux2i_1 | 33 |
| nor3_1 | 30 |
| a22oi_1 | 14 |
| mux4_2 | 44 |
| buf_2 | 18 |
| buf_1 | 14 |
| ha_1 | 97 |
| nor2_1 | 145 |
| o21ai_0 | 111 |
| o211ai_1 | 25 |
-- cell type report --
class                      instances  area [um2]  share of cell area [%]
multi-input combinational       1010        7431                   79.38
timing repair buffer             121        1136                   12.14
inverter                          98       367.9                   3.929
tap                              341       426.7                   4.558
-- worst paths after layout --
path | from | endpoint | slack, ns | depth (start not counted)
setup / recovery | operandB[3] | result[0] | 2.16 | 14
hold / removal | aluCntrl[0] | result[24] | 5.74 | 7
-- cell usage in the layout (no fill, tap or decap), types with 13 or more instances in the layout --
cell type	count
inv_1	93
or3_1	15
nor3_1	30
mux4_2	44
ha_1	97
a22oi_1	14
nand2_1	81
o21bai_1	13
nand3_1	32
a21oi_1	120
a211oi_1	19
clkdlybuf4s50_1	95
nor2_1	144
buf_4	22
xnor2_1	22
mux2i_1	33
a221oi_1	19
o21ai_0	111
o211ai_1	25
-- kinds of logic (layout without fill, tap and decap cells) --
group | count (synthesis) | count (layout) | share of synthesized area, %
AOI/OAI and AO/OA | 455 | 455 | 36.34
and+or+nand+nor | 348 | 348 | 19.22
buffers and inverters | 195 | 219 | 9.482
adders and majority gates | 99 | 99 | 15.30
muxes | 84 | 84 | 17.09
xor gates and xnor gates | 24 | 24 | 2.565
-- metal layers --
metal,vias to the layer above,part of all wire (%)
met4,0,2.8
met2,558,44
met3,59,9.2
met1,4684,44
met5,-,0
li1,4550,-
No activity file was given, so power comes from the tool's default toggle rates.
