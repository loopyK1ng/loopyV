## ./design.v

```verilog
package loopyV_data_types;
  typedef struct packed {
    logic [31:0] pc;
    logic [31:0] pcPlus4;
    logic [31:0] instruction;
  } IFDEPipelineType;
  typedef struct packed {
    logic [3:0] aluControl;
    logic loadSignal;
    logic storeSignal;
    logic [2:0] loadStoreByteSelect;
    logic [31:0] storeData;
    logic [31:0] operandA;
    logic [31:0] operandB;
    logic [4:0] rdAddr;
    logic rdWriteEn;
    logic [1:0] destinationSelect;
    logic [31:0] immediate;
    logic [31:0] pc;
  } IDEXPipelineType;
  typedef struct packed {
    logic loadSignal;
    logic storeSignal;
    logic [2:0] loadStoreByteSelect;
    logic [31:0] storeData;
    logic [4:0] rdAddr;
    logic rdWriteEn;
    logic [1:0] destinationSelect;
    logic [31:0] pc;
    logic [31:0] rdWriteData;
  } EXMEMPipelineType;
  typedef struct packed {
    logic [2:0] loadStoreByteSelect;
    logic [31:0] dmAddr;
    logic [4:0] rdAddr;
    logic rdWriteEn;
    logic [1:0] destinationSelect;
    logic [31:0] pc;
    logic [31:0] rdWriteData;
  } MEMWBPipelineType;
endpackage
module controller (
    input clk,
    input arstn,
    input stallIFDE,
    input [31:0] immediate,
    output [31:0] pcIF,
    output [31:0] pcLink
);
  logic pcWriteEn;
  logic [31:0] nextPc;
  logic [31:0] pcPlus4;
  logic [31:0] pcPlusImmediate;
  assign pcPlus4 = pcIF + 4;
  assign pcPlusImmediate = pcIF + immediate;
  assign pcLink = pcPlus4;
  logic [1:0] pcSelect;
  pcReg pc (
      .clk(clk),
      .arstn(arstn),
      .writeEn(pcWriteEn),
      .writeData(nextPc),
      .readData(pcIF)
  );
  always_comb begin
    case (pcSelect)
      default: begin
        nextPc = pcPlus4;
        pcWriteEn = ~stallIFDE;
      end
    endcase
  end
endmodule
module pcReg (
    input clk,
    input arstn,
    input writeEn,
    input [31:0] writeData,
    output [31:0] readData
);
  logic [31:0] pc;
  always_ff @(posedge clk or negedge arstn) begin
    if (!arstn) begin
      pc <= 0;
    end else if (writeEn) begin
      pc <= writeData;
    end
  end
  assign readData = pc;
endmodule
```

## ./run.sh

```bash
#!/bin/bash
# OpenROAD 26Q1-2900-gdf79404cd8, Yosys 0.63+post, stock flow scripts
make -C /OpenROAD-flow-scripts/flow DESIGN_CONFIG=/design/flow/config.mk WORK_HOME=/design/flow/orfs finish
```

## ./config.mk

```make
export PLATFORM = sky130hd
export DESIGN_NAME = controller
export DESIGN_NICKNAME = controller
export VERILOG_FILES = /design/flow/design.v
export SDC_FILE = /design/flow/constraint.sdc
export NUM_CORES = 4
export LEC_CHECK = 1
export CORE_AREA = 10 10 105 105
export DIE_AREA = 0 0 115 115
```

## ./constraint.sdc

```tcl
current_design controller

set clk_period 4.6
set clk_io_pct 0.2

create_clock -name clk0 -period $clk_period [get_ports {clk}]

set non_clock_inputs [all_inputs -no_clocks]
set_input_delay [expr $clk_period * $clk_io_pct] -clock clk0 $non_clock_inputs
set_output_delay [expr $clk_period * $clk_io_pct] -clock clk0 [all_outputs]
```

==> impl_metrics.toml <==
# implementation run metrics
[sta]
fin_crit_ps = 3700
tightestPinTransition_ps = 816
final.setup_skew_ps = 8.25
slew_headroom_pct = 45.2
hold_violations = 0
fmax_ghz = 0.270
setup_violations = 0
maxSlewViolCount = 0
tns_ps = 0
finalCritPeriodShare_pct = 80.5
grt_setup_unrepaired = "false"

[power_and_ir_drop]
clockPowerShare_pct = 27.2
switching_share_pct = 28.4
powerDensity_nw_per_um2 = 336
combinationalPowerShare_pct = 31.3
seqPwrFrac_pct = 41.5
total_power_uw = 921
power_switching_uw = 261
ir_drop_v = 0.000152
p_int_uw = 659
p_leak_uw = 0.00105

[yosys]
synth_cell_type_count = 31
ys.flops = 30
synth-cells-yosys = 204
synth.top_cells.by_count = "xnor2_1 (31), dfrtp_1 (30), xor2_1 (26)"
syn-instance-count = 204
avgSynthCellArea_um2 = 9.51
yosys_area_um2 = 1940
edf_count = 0
synth_warnings = 2
largest_area_cell = "dfrtp_1"
yosysSeqAreaShare_pct = 38.7
top_area_share_pct = 38.7
synth_area_um2 = 1940
topCellsByArea = "dfrtp_1 (39%), xnor2_1 (14%), xor2_1 (12%)"
flop_cell = "dfrtp_1"
ys_async_sr_fraction_pct = 100
most_common_cell = "xnor2_1"

[routing]
routed_wl_mm = 5.41
via_per_inst = 4.32
diodes = 0
drtIter0Drc = 75
first_pass_iters = 4
drc = 0
dr_total_vias = 1600
wl_per_cell_um = 14.6
antenna_left = 0

[finish]
reg_top3 = "pc.pc (30)"
synthToLayoutAreaGrowth_pct = 41.3
fill_cells = 924
top_register = "pc.pc"
final_layout_size_suffix_gt1_share_pct = 9.92
fin_area_um2 = 2740
largest_register_ffs = 30

[worst_setup_path]
crit_family = "simple AND/OR/NAND/NOR gates"
r2r_slack_ps = 2530
end_kind = "primary output"
crit_type = "flop to primary output"
required_ps = 3680
r2r_cells = 4
cp.arrival_ps = 2780
worstReg2RegStart = "pc.pc[10]$_DFFE_PN0N_"
critical_path.max_stage_delay_ps = 630
worstPathCellList = "ha_1 -> nand4_1 -> or4_4 -> nor3_1 -> xor2_1 -> clkdlybuf4s50_1"
r2r_end = "pc.pc[25]$_DFFE_PN0N_"
critical_path_buf_inv_count = 1
cpMaxStageDelayCell = "or4_4"
crit_fanout = 6
crit_start = "pc.pc[2]$_DFFE_PN0N_"
cp-start-kind = "flop"

[floorplan]
fp_util_pct = 22.1
die_height_um = 115
dieArea_um2 = 13200
coreArea_um2 = 8760
chipWidth_um = 115
ios = 99
num_rows = 34

[clocking]
cts.sinks = 30
cts_hold_buf = 0
ctsHtreeMaxLevel = 2
cts_root_buffer = "clkbuf_8"
clk_path_buf_depth = 2
clock.latency.late_pin_ps = 280
cts_made_buffers = 5
clk_pin_slew_ps = 70
cts_resized = 0
cts_tree = "built"
cts_setup_buffers = 0

[run]
tool_warnings = 57
max_cap_violations = 0

[min_path]
hold_end = "pc.pc[31]$_DFFE_PN0N_"
hold_class = "flop to flop"
worstHoldPathCells = 1
hold_start = "pc.pc[31]$_DFFE_PN0N_"

[global_route]
grt.total_usage_pct = 8.28
grt_pass1_wl_mm = 8.78
antenna_found_initial = 0
grt_pass1_vias = 1571
grt_max_degree = 31
grt_overflow = 0

[placed_design]
dpl_cell_area_um2 = 2630
dpl.hpwl_mm = 4.11
portBuffers = 62
gp_congestion = 0.841

[run_status]
status = "completed"
placed cells by master, fill, tap and decap left out, types with 3 or more instances in the layout:
master and instances:
clkdlybuf4s50_1 62, nor4_1 3, xor2_1 26, nor2_1 20, xnor2_1 31, conb_1 4, dfrtp_1 30, nand4_1 11
nand3_1 10, buf_4 3, nor4_4 3, nor3_1 10, nand2_1 23, clkbuf_8 8
cell type report:
type	instances	area (um2)	share of cell area (%)
Tap cell	108	135	4.93
Inverter	1	3.75	0.137
Multi-Input combinational cell	158	1100	40.0
Clock buffer	8	110	4.02
Sequential cell	30	751	27.4
Timing Repair Buffer	65	643	23.5
power groups by stage:
stage | registers (uW) | logic [uW] | clock network, uW
after CTS | 383 | 298 | 255
final | 382 | 289 | 250
after global routing | 394 | 319 | 272
worst max-delay path by stage:
stage | cells past startpoint | slack, ps | to
CTS | 6 | 870 | pcLink[22]
global route | 6 | 710 | pcLink[22]
finish | 6 | 900 | pcLink[22]
stage by stage:
stage | setup slack, ps | hold WS [ps] | util [%] | cells
after global routing | 714 | 537 | 31.3 | 370
after CTS | 870 | 522 | 31.3 | 370
after floorplan | 1950 | 465 | - | 207
final | 899 | 518 | 31.3 | 370
after detailed placement | 1190 | 508 | 30.0 | 362
after global placement | 1190 | 505 | 30.0 | 362
routing by layer:
metal / up-vias / GRT usage [%] / wire (um)
met1: 756 / 11.2 / 2370
met3: 2 / 3.64 / 579
met4: 0 / 0.660 / 11
li1: 787 / - / -
met5: - / 0 / 0
met2: 55 / 12.6 / 2450
logic make-up (layout without fill, tap and decap cells):
| family | count (synthesis) | after routing | synth area share [%] |
|---|---|---|---|
| xor gates and xnor gates | 57 | 57 | 25.7 |
| adders and majority gates | 1 | 1 | 0.645 |
| buffers and inverters | 19 | 74 | 5.29 |
| DFF | 30 | 30 | 38.7 |
| muxes | 1 | 1 | 0.581 |
| other | 1 | 4 | 0.193 |
| and+or+nand+nor | 95 | 95 | 28.8 |
No activity file was given, so power comes from the tool's default toggle rates.
